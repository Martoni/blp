`flow/run.sh`:
```
#!/bin/bash
# OpenROAD 26Q1-2900-gdf79404cd8, Yosys 0.63+post, stock flow scripts
make -C /OpenROAD-flow-scripts/flow DESIGN_CONFIG=/design/flow/config.mk WORK_HOME=/design/flow/orfs finish
```
`flow/config.mk`:
```
export PLATFORM = sky130hd
export DESIGN_NAME = button_deb
export DESIGN_NICKNAME = button_deb
export VERILOG_FILES = /design/flow/design.v
export SDC_FILE = /design/flow/constraint.sdc
export NUM_CORES = 4
export LEC_CHECK = 1
export CORE_UTILIZATION = 30
```
`flow/constraint.sdc`:
```
current_design button_deb

set clk_period 5.3
set clk_io_pct 0.2

create_clock -name clk0 -period $clk_period [get_ports {clk}]

set non_clock_inputs [all_inputs -no_clocks]
set_input_delay [expr $clk_period * $clk_io_pct] -clock clk0 $non_clock_inputs
set_output_delay [expr $clk_period * $clk_io_pct] -clock clk0 [all_outputs]
```
`flow/design.v`:
```
`timescale 1 ps / 1 ps
module button_deb(
        input    clk,
        input    rst,
        input    button_in,
        output   button_valid);
parameter clk_freq = 95000;  
parameter debounce_per_ms = 20;
parameter MAX_COUNT = ((debounce_per_ms * clk_freq)) + 1;
parameter MAX_COUNT_UPPER = $clog2(MAX_COUNT)-1;
reg aedge;
wire debounced;
reg button_in_s;
reg button_in_old;
reg button_hold;
reg button_valid_s;
reg [MAX_COUNT_UPPER:0] count;
reg button_in_edge_old;
    always@(posedge clk, posedge rst)
    begin
        if (rst) begin
            button_in_s <= 1'b0;
            button_in_old <= 1'b0;
        end
        else if(clk)
        begin
            button_in_old <= button_in;
            button_in_s <= button_in_old;
        end
    end
    always@(posedge clk, posedge rst)
    begin
        if (rst)
            button_in_edge_old <= 1'b0;
        else if(clk)
        begin
            aedge <= button_in_s ^ button_in_edge_old;
            button_in_edge_old <= button_in_s;
        end
    end
    always@(posedge clk, posedge rst)
    begin
        if (rst)
        begin
            count <= (MAX_COUNT - 1);
        end
        else if(clk)
        begin
            if(count < MAX_COUNT)
            begin
                count <= count + 1'b1;
            end
            else if(aedge == 1'b1)
            begin
                count <= 0;
            end
        end
    end
    assign debounced = (count == MAX_COUNT) ? aedge : 1'b0;
    always@(posedge clk, posedge rst)
    begin
        if (rst) begin
            button_hold <= 1'b0;
            button_valid_s <= 1'b0;
        end
        else if(clk)
        begin
            if ((debounced == 1'b1) && (aedge == 1'b1))
                button_hold <= ~button_hold;
            if ((debounced == 1'b1) && (button_hold == 1'b0))
                button_valid_s <= ~button_valid_s;
        end
    end
    assign button_valid = button_valid_s;
endmodule
```
==> notes.md <==
Entry: Yosys synthesis followed by OpenROAD place and route.

Placement:
- The run puts the total cell area at the placement stage at 1690 µm².
- The run gives the detailed placement HPWL as 2.19 mm.
- The run gives the global placer's final weighted congestion as 0.842.
- Input and output buffers added on the ports amount to 3.

Floorplan:
- According to the floorplan report, the die width is 75.7 µm.
- The run puts the top-level I/O count at 4.
- The run gives the initial core utilization as 31.5%.
- The run puts the height of the chip at 75.7 µm.
- The run gives the area of the chip as 5730 µm².
- The run gives the standard-cell row count as 26.
- According to the floorplan report, the placeable core area is 5170 µm².

Route:
- The run puts the number of routed nets with antenna violations at 0.
- The run gives the number of remaining DRC errors as 0.
- TritonRoute output was used to compute an average wire per cell of 13.9 µm.
- The run gives the via total after detailed routing as 1198.
- The run puts the first-iteration detailed-routing DRC count at 80.
- Using the TritonRoute via totals, the vias-per-cell ratio works out to 5.30.
- The run puts the final wirelength at 3.15 mm.
- The run puts the total antenna diodes in the routed design at 0.
- The run gives the first-pass iteration count of the detailed router as 4.

Layout:
- The layout has 516 filler cells.
- The flow measured a signed area growth from synthesis to layout of 6.75%.
- Registers take 697 µm².
- The run puts the final standard cell area without fillers at 1740 µm².
- The run gives the ratio of cells with drive above 1 in the final layout as 23.7%.
- The run gives the combinational gate area as 843 µm².

Synthesis:
- The run puts the area share of the leading cell type in the synthesized netlist at 21.0%.
- The run gives the number of synthesized register bits as 27.
- The run gives the count of mapped cells out of synthesis as 155.
- The run gives the per-instance average area after synthesis as 10.5 µm².
- The run gives the number of warning messages in the yosys log as 1.
- Sequential cells were found to cover 42.7% of the synthesized design area.
- For reference, XOR and XNOR gates occupy 3.76% of the area reported after synthesis.
- Per the synthesis report, the dominant area consumer among library cells is dfstp_2.
- The run gives the cell area after technology mapping as 1630 µm².
- The run puts the number of synthesized flops with an enable pin at 1.
- The run gives the post-synthesis share of cell area spent on and, or, nand and nor gates as 27.0%.
- The synthesis report names the predominant flop master as dfstp_2.
- The run gives the unique cell type count in the Yosys netlist as 52.
- Summing the areas of all compound-gate instances in the mapped netlist gives 18.8% of the synthesized area.
- The run gives the proportion of synthesized flip-flops having asynchronous set or reset as 96.3%.
- The run gives the area fraction in full adders, half adders and majority gates as 1.53%.
- The run puts the synthesis area per yosys at 1630 µm².
- The synthesis run identifies the leading combinational cell family as simple AND/OR/NAND/NOR gates.
- By area the synthesized netlist is led by dfstp_2 (21%), dfrtp_1 (20%), a221o_1 (5.5%), nand4_1 (4.2%), buf_6 (2.8%).
- Multiplexer cells account for 0.614% of the synthesized area.
- By count the netlist is led by dfrtp_1 (13), dfstp_2 (13), nand4_1 (11), nor2_1 (11).
- For this design, Yosys synthesis ends with a cell count of 155.

Timing:
- The run puts the total negative setup slack at 0 ns.
- The run puts the hold violation total from the final report at 0.
- The run gives the part of the cycle the worst path needs as 44.0%.
- The run gives the setup-violating endpoint count in the final report as 0.
- Setup repair after global routing left no endpoint under its margin.
- The run puts the slew at the pin closest to its max-slew limit at 0.562 ns.
- The run gives the max-slew headroom at the worst pin as 62.4%.
- The run puts the minimum clock period at 2.33 ns.
- The run gives the largest clock skew in the final design as 0.00222 ns.
- The run gives the maximum clock rate as 429 MHz.
- The run puts the final number of max-transition violations at 0.

Power and ir drop:
- The run gives the combinational group share of total power as 2.3%.
- Summed over all nets, the switching power comes to 0.0739 mW.
- The run puts the total internal power at 0.265 mW.
- The run gives the power share of the sequential group as 62.2%.
- The run puts the share of power burned in the clock network at 35.5%.
- The run puts the static leakage at 0.618 nW.
- The run puts the power density of the placed cells at 195 nW/µm².
- The analysis reports a worst IR drop on VDD of 105 µV.
- The run gives the total design power as 0.339 mW.
- Of the total power, the share spent switching nets is 21.8%.

GRT:
- The number of global-route vias before repair came to 1119.
- The number of antenna violations at the first check in global routing was 0.
- The run puts the global router's overall resource usage at 12.7%.
- The run gives the largest net degree at the start of global routing as 28.
- The first global-routing pass estimated 5.43 mm of wire.
- The run gives the overall overflow remaining after global route as 0.

Clock network:
- The run gives the TritonCTS clock tree as yes.
- The run puts the number of hold buffers added after CTS at 0.
- The run puts the maximum buffer depth of the clock tree at 2.
- Counting the buffers created by CTS gives 3.
- The run gives the clock slew seen by the registers of the worst setup and hold paths as 0.10 ns.
- The run puts the number of clock sinks seen by CTS at 27.
- After clock tree synthesis, the setup repair step added 0 buffers.
- The run puts the number of levels in the clock H-tree at 1.
- The run puts the count of instances resized after the clock tree is built at 0.
- The run gives the clock insertion delay at the later pin of the skew report as 0.27 ns.
- The run gives the clock root buffer as clkbuf_8.

Worst setup path:
- The run gives the start-to-end type of the worst setup path as flip-flop to flip-flop.
- The run gives the critical path data arrival time as 2.50 ns.
- The run gives the nature of the critical path endpoint as a flip-flop.
- The run gives the count of buffering cells on the critical path with inverters included as 0.
- The run puts the maximum fanout encountered on the critical timing path at 13.
- The run gives the required time of the worst setup path as 5.47 ns.
- The run puts the largest incremental delay on the critical path at 0.60 ns.
- On the critical path the largest part of the delay comes from AND-OR/OR-AND gates.
- Per the STA report, the cell with the highest stage delay on the worst path is dfstp_2.
- STA classifies the critical path startpoint as a flip-flop.
- The run gives the slack of the worst reg-to-reg path as 2.97 ns.
- Walking the worst path, the cells encountered are and4_1, and3_4, o311a_1, nor2_2, a221o_1.

Job:
- Warnings raised by the tools during the run amount to 26.
- The run gives the number of max-cap violations as 0.

Min path:
- The run gives the worst hold-check path type as flip-flop to flip-flop.

Run status:
- The flow ran to the end, and the final reports show no timing, DRC or antenna violations.
-- metrics by stage --
step | setup slack (ns) | util, % | hold WS (ns) | std cells
after floorplan | 3.31 | - | 0.331 | 155
after global placement | 3.04 | 32.7 | 0.334 | 222
after detailed placement | 3.02 | 32.7 | 0.337 | 222
after CTS | 2.99 | 33.6 | 0.361 | 226
after global routing | 2.83 | 33.6 | 0.365 | 226
final | 2.97 | 33.6 | 0.358 | 226
-- power by group through the flow --
stage	Combinational, mW	Sequential [mW]	Clock [mW]
after CTS	0.00808	0.211	0.124
after global routing	0.00905	0.211	0.133
final	0.00772	0.211	0.120
-- layer usage --
metal	share of wire [%]	vias up	routed length, µm	GRT usage, %
li1	-	600	-	-
met1	53	579	1660	19.9
met3	4.0	4	126	2.68
met5	0	-	0	0
met4	0.89	0	28	1.85
met2	42	15	1340	18.9
-- flip-flops by register name (all words and copies together), names as in the netlist --
signal / cells
count: 21
button_in_old: 1
aedge: 1
button_in_edge_old: 1
button_hold: 1
button_in_s: 1
button_valid_s: 1
-- cell families (layout without fill, tap and decap cells) --
family / count (synthesis) / in the layout
AND-OR/OR-AND: 34 / 34
buffers and inverters: 14 / 15
flip-flops: 27 / 27
adder cells (fa/ha/maj): 2 / 2
AND/OR/NAND/NOR: 70 / 70
XOR/XNOR: 7 / 7
multiplexers: 1 / 1
-- final timing paths --
kind                               start           to  cells after the start
setup / recovery                count[5]    count[16]                      5
hold / removal             button_in_old  button_in_s                      0
setup reg to reg                count[5]    count[16]                      5
hold reg to reg            button_in_old  button_in_s                      0
max in group asynchronous            rst    count[10]                      3
min in group asynchronous            rst    count[16]                      3
-- final cells by class --
type	count	share of cell area, %
multi-input cells	114	48.5
well taps	70	5.03
repair buffers	4	2.16
clock buffers	3	2.37
inverters	7	1.51
flip-flops and latches	27	40.0
clock inverters	1	0.431
-- placed cells by master, fill, tap and decap left out, types with 4 or more instances in the layout --
| master | synthesis | final |
|---|---|---|
| dfstp_2 | 13 | 13 |
| a221o_1 | 9 | 9 |
| o21ai_0 | 4 | 4 |
| a21oi_1 | 4 | 4 |
| nand2_1 | 9 | 9 |
| o211ai_1 | 5 | 5 |
| inv_1 | 7 | 7 |
| nor3_1 | 5 | 5 |
| nand3_1 | 4 | 4 |
| nand4_1 | 11 | 11 |
| nor2_1 | 11 | 11 |
| and4_1 | 5 | 5 |
| xor2_1 | 4 | 4 |
| dfrtp_1 | 13 | 13 |
Power and IR drop assume default switching activity.
