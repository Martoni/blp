`flow/design.v`:
```
module blink (
    input clock,
    output led
);
parameter clock_freq = 12_000_000;  
localparam MAX_COUNT = clock_freq;
localparam MAX_COUNT_UPPER = $clog2(MAX_COUNT) - 1;
reg [MAX_COUNT_UPPER:0] counter;
reg led_reg;
assign led = led_reg;
always@(posedge clock)
begin
    if(counter < MAX_COUNT/2)
        led_reg <= 1;
    else
        led_reg <= 0;
    if(counter >= MAX_COUNT)
        counter <= 0;
    else
        counter <= counter + 1;
end
endmodule
```
`flow/run.sh`:
```
#!/bin/bash
# OpenROAD 26Q1-2900-gdf79404cd8, Yosys 0.63+post, stock flow scripts
make -C /OpenROAD-flow-scripts/flow DESIGN_CONFIG=/design/flow/config.mk WORK_HOME=/design/flow/orfs finish
```
`flow/config.mk`:
```
export PLATFORM = sky130hd
export DESIGN_NAME = blink
export DESIGN_NICKNAME = blink
export VERILOG_FILES = /design/flow/design.v
export SDC_FILE = /design/flow/constraint.sdc
export NUM_CORES = 4
export LEC_CHECK = 1
export CORE_AREA = 10 10 108 108
export DIE_AREA = 0 0 118 118
```
`flow/constraint.sdc`:
```
current_design blink

set clk_period 4.5
set clk_io_pct 0.2

create_clock -name clk0 -period $clk_period [get_ports {clock}]

set non_clock_inputs [all_inputs -no_clocks]
set_input_delay [expr $clk_period * $clk_io_pct] -clock clk0 $non_clock_inputs
set_output_delay [expr $clk_period * $clk_io_pct] -clock clk0 [all_outputs]
```
==> results.yml <==
# flow metrics
status:
  outcome: "finished clean"
route:
  detailedRoute.firstPassIterationCount: 4
  drt_drc_violations_left: 0
  vias: 1023
  antenna_violation_net_count_after_detailed_routing: 0
  wl_per_cell_um: 8.71
  antennaDiodeCount: 0
  detail_route.iter0.violations: 38
  wirelength_um: 2350
  route.detailed.vias_per_inst: 3.79
power:
  total_leakage_power_nw: 0.430
  power.density_cell_area_nw_per_um2: 246
  ir_worst_vdd_uv: 108
clock_network:
  cts_made_buffers: 3
  cts.clk_slew.worst_paths_ps: 80
  cts_buffer_depth: 2
  cts.root.buffer_cell: "clkbuf_8"
  clock_tree.htree_level_count: 1
  total_setup_buffers_inserted_after_cts: 0
  tritoncts: "yes"
  cts_repair_resize_count: 0
  clock_sink_count: 25
  cts_hold_buf: 0
  worstSkewPairLatency_ps: 260
final_layout:
  largest_register_ffs: 24
  syn2layout_area_growth_pct: 14.7
  instances_no_fill: 270
  share_of_cells_above_drive_strength_1: 0.0567
  nFillCells: 1080
floorplanning:
  chipArea_um2: 13900
  std_cell_rows: 35
  die.size.y_um: 118
  coreArea_um2: 9280
  fp.dieW_um: 118
  floorplan.io_pins: 2
  floorplan.initialDensity: 0.133
logic_synthesis:
  yosys.area_share.xor_xnor: 0.0991
  muxShareOfSynthArea: 0
  synth.yosys.seq_area_share: 0.404
  synth_stat.cells: 144
  synth.ff_latch_count: 25
  synth.logic.top_family: "simple AND/OR/NAND/NOR gates"
  synth_area_per_cell_um2: 8.59
  yosys_warnings: 1
  yosysChipArea_um2: 1240
  ys_sh_aoi: 0.200
  simple_gate_share: 0.246
  adder_share: 0.0101
  synth.cell_area_um2: 1240
  synth_cell_type_count: 32
  syn_inst: 144
worst_setup_path:
  cp_slowest_cell: "or4_1"
  cp-end-kind: "register"
  reg2reg_setup_slack_ps: 2560
  arrival_ps: 2130
  crit_path_max_incr_delay_ps: 700
  worst-endpoint-required_ps: 4690
  timing.rr.end: "counter[20]"
  critPathKind: "register to register"
  r2r_start: "counter[8]"
  worst_r2r_path_depth: 4
  path_cells: "nand3_1 -> or4_1 -> or3_1 -> a22oi_1"
  worstSetupStartpointType: "register"
  crit_path_max_fanout: 7
hold_path:
  hold_path_startpoint: "counter[0]"
  worst_hold_path_type: "register to register"
  holdPathStages: 1
  worstHoldEndpoint: "counter[0]"
timing:
  worst_clock_skew_ps: 1.46
  grt_setup_unrepaired: "no"
  max_freq_mhz: 515
  report.final.hold_viol_count: 0
  finalWorstPathRequiredPeriod_ps: 1940
  finalMaxSlewViolations: 0
  slew_headroom: 0.419
  finalSetupViolations: 0
  totalNegativeSetupSlack_ps: 0
  period_used_share: 0.432
  worst_slew_pin_slew_ps: 870
global_route:
  grt_antenna_before_repair: 0
  grt_overflow_total: 0
  grt_pass1_vias: 921
  grt_usage: 0.0333
  grt_first_pass_wirelength_um: 4180
  grt_start_max_net_pins: 25
placement:
  io_buffer_count: 1
  dpl.hpwl_um: 1640
  post-place-cells: 266
  globalplace.congestion: 0.773
run:
  drv.max_cap_violation_count: 0
  number_of_warnings_in_the_stage_logs: 25
-- stage by stage --
step | util | cell area [um2] | worst slack, ps | power [mW] | hold WS, ps
6_report | 0.153 | 1420 | 2560 | 0.349 | 505
5_1_grt | 0.153 | 1420 | 2400 | 0.367 | 533
4_1_cts | 0.153 | 1420 | 2540 | 0.359 | 503
3_5_place_dp | 0.148 | 1370 | 2590 | 0.226 | 478
3_3_place_gp | 0.148 | 1370 | 2610 | 0.226 | 480
2_1_floorplan | - | 1240 | 2690 | 0.226 | 451
-- worst max path at each step --
stage / start / to / slack [ps]
CTS: led_reg / led / 2540
global route: counter[8] / counter[20] / 2400
finish: counter[8] / counter[20] / 2560
-- cells by family after synthesis --
| group | after synthesis |
|---|---|
| XOR/XNOR | 14 |
| flip-flops | 25 |
| buffers and inverters | 11 |
| adder cells (fa/ha/maj) | 1 |
| AND-OR/OR-AND | 40 |
| AND/OR/NAND/NOR | 53 |
-- power by group --
| group | total [mW] | internal [mW] | switching (mW) |
|---|---|---|---|
| logic | 0.000000206 | 0 | 0 |
| clock network | 0.128 | 0.0631 | 0.0648 |
| registers | 0.221 | 0.221 | 0 |
| total | 0.349 | 0.284 | 0.0648 |
-- synth_stat cells --
| cell type | count | area share |
|---|---|---|
| a21boi_0 | 1 | 0.0061 |
| nand2_1 | 11 | 0.033 |
| a21oi_1 | 18 | 0.073 |
| buf_2 | 1 | 0.0040 |
| and3_1 | 1 | 0.0051 |
| a31o_2 | 1 | 0.0071 |
| or3_2 | 1 | 0.0061 |
| inv_1 | 2 | 0.0061 |
| nand4_4 | 1 | 0.017 |
| xor2_1 | 2 | 0.014 |
| a221oi_1 | 1 | 0.0071 |
| o31a_2 | 1 | 0.0081 |
| nor2b_1 | 1 | 0.0051 |
| or4_1 | 4 | 0.024 |
| or3_1 | 4 | 0.020 |
| ha_1 | 1 | 0.010 |
| nand4_1 | 3 | 0.015 |
| a211o_1 | 1 | 0.0071 |
| nand4b_1 | 1 | 0.0071 |
| a22oi_1 | 7 | 0.042 |
| and4_1 | 2 | 0.014 |
| clkbuf_1 | 7 | 0.021 |
| nor4_1 | 5 | 0.025 |
| dfxtp_1 | 25 | 0.40 |
| o31ai_1 | 3 | 0.018 |
| a2bb2oi_1 | 1 | 0.0071 |
| nand3_1 | 9 | 0.036 |
| xnor2_1 | 12 | 0.085 |
| nor3_1 | 6 | 0.024 |
| buf_6 | 1 | 0.0091 |
| o21ai_0 | 6 | 0.024 |
| nor2_1 | 4 | 0.012 |
-- area by class of cell --
cell class,count,area (um2),share of cell area
Inverter,2,7.51,0.00529
Timing Repair Buffer,2,17.5,0.0123
Tap cell,129,161,0.114
Clock buffer,4,45.0,0.0317
Multi-Input combinational cell,108,687,0.484
Sequential cell,25,500,0.353
-- cells in the final DEF, fill, tap and decap left out, types with 3 or more instances in the layout --
cell type / instances
a21oi_1: 18
xnor2_1: 12
nor3_1: 6
nand4_1: 3
a22oi_1: 7
nor4_1: 5
clkbuf_8: 3
o21ai_0: 6
nor2_1: 4
or4_1: 4
nand3_1: 9
or3_1: 4
nand2_1: 11
o31ai_1: 3
dfxtp_1: 25
-- per-layer routing --
| layer | GRT usage | part of all wire | up-vias |
|---|---|---|---|
| li1 | - | - | 534 |
| met1 | 0.0469 | 0.51 | 473 |
| met2 | 0.0524 | 0.44 | 14 |
| met3 | 0.00729 | 0.042 | 2 |
| met4 | 0.00386 | 0.012 | 0 |
| met5 | 0 | 0 | - |
-- critical path, delay by kind of cell (launching register included) --
family,cells,cell delay [ps]
DFF,1,420
and+or+nand+nor,3,1300
AOI/OAI and AO/OA,1,150
Power and IR drop assume default switching activity.
