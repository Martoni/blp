$ cat flow/config.mk
export PLATFORM = sky130hd
export DESIGN_NAME = rst_gen
export DESIGN_NICKNAME = rst_gen
export VERILOG_FILES = /design/flow/design.v
export SDC_FILE = /design/flow/constraint.sdc
export NUM_CORES = 4
export LEC_CHECK = 1
export CORE_AREA = 10 10 70 70
export DIE_AREA = 0 0 80 80
$ cat flow/constraint.sdc
current_design rst_gen

set clk_period 1.1
set clk_io_pct 0.2

create_clock -name clk0 -period $clk_period [get_ports {clk_i}]

set non_clock_inputs [all_inputs -no_clocks]
set_input_delay [expr $clk_period * $clk_io_pct] -clock clk0 $non_clock_inputs
set_output_delay [expr $clk_period * $clk_io_pct] -clock clk0 [all_outputs]
$ cat flow/design.v
module rst_gen (
	input 			clk_i,
	input 			rst_i,
	output			rst_o
);
reg [2:0]	rst_cpt;
always @(posedge clk_i) begin
	if (rst_i)
		rst_cpt = 3'b0;
	else begin
		if (rst_cpt == 3'b100)
			rst_cpt = rst_cpt;
		else
			rst_cpt = rst_cpt + 3'b1;
	end
end
assign rst_o = !rst_cpt[2];
endmodule
$ cat flow/run.sh
#!/bin/bash
# OpenROAD 26Q1-2900-gdf79404cd8, Yosys 0.63+post, stock flow scripts
make -C /OpenROAD-flow-scripts/flow DESIGN_CONFIG=/design/flow/config.mk WORK_HOME=/design/flow/orfs finish
==> impl_metrics.csv <==
group,metric,value,unit
place,hpwl,267,um
synthesis,synth_seq_share,0.381,
floorplan,die_width,80,um
flow_run,tool_warnings,26,
drt,wl_per_cell,5.71,um
synthesis,syn_inst,17,
sta,final.period_utilization,0.960,
sta,tightestPinTransition,175,ps
place,dp_cells,66,
drt,via_per_inst,2.13,
clock_tree,clk_pin_slew,40,ps
min_path,hp-class,"flop to flop",
place,gp_congestion,0.608,
synthesis,ys_area,158,um2
drt,drt_wl_total,400,um
finish,final_cells,70,
floorplan,num_rows,21,
setup_path,critPathTopFamily,"flip-flops",
place,placed_area,243,um2
global_routing,track_usage,0.0127,
synthesis,yosysWarningCount,1,
setup_path,cp_cell_sequence,"inv_1 > ha_1 > a21o_2 > a21oi_1",
clock_tree,root_buffer,"clkbuf_4",
pwr,power.density,1490,nW/um2
clock_tree,cts_made_buffers,3,
synthesis,syn_avg_cell_area,9.27,um2
setup_path,critical_path_required,1260,ps
finish,final_util,0.0795,
synthesis,top_area_cell,"dfxtp_1",
drt,first_pass_iters,4,
sta,drv_slew,0,
clock_tree,cts_tree,"done",
flow_run,cap_violations,0,
synthesis,synth_area,158,um2
sta,fin_crit,1060,ps
synthesis,ys.flop_type,"dfxtp_1",
clock_tree,htreeDepth,1,
synthesis,synthTopCellsByArea,"dfxtp_1 38%, ha_1 16%, inv_1 7.1%",
clock_tree,clock_sinks,3,
pwr,leakagePower,0.103,nW
pwr,max-vdd-ir-drop,0.274,mV
global_routing,antenna_found_initial,0,
setup_path,cp.arrival,1220,ps
sta,max_freq,947,MHz
global_routing,grt_first_pass_wirelength,538,um
synthesis,yosys-stat-cells,17,
global_routing,grt_max_degree,7,
synthesis,yosys.area.top_type_share,0.381,
global_routing,grt.overflow.total,0,
setup_path,crit_type,"flop to flop",
synthesis,numSynthFlops,3,
run_status,outcome,"finished, final reports clean",
clock_tree,clock_latency,240,ps
sta,hold_violations,0,
sta,slew_headroom,0.884,
setup_path,crit_path_max_fanout,5,
setup_path,critPathBufInv,1,
drt,postRouteAntennaNets,0,
drt,drt_iter0_markers,3,
finish,largest_reg_flops,3,
drt,vias,149,
finish,drive_above_1_share,0.417,
floorplan,core_area,3420,um2
drt,drc,0,
floorplan,die_y,80,um
drt,num_antenna_cells,0,
setup_path,cp-start-kind,"flop",
synthesis,synthDistinctLibCells,10,
synthesis,synth-edff-count,0,
place,port_buffers,2,
floorplan,fp-utilization,0.0462,
clock_tree,cts_buffer_depth,2,
clock_tree,cts_hold_buf,0,
sta,setup_violations,0,
global_routing,grt_pass1_vias,130,
synthesis,async_flop_share,0,
floorplan,pin_count,3,
setup_path,crit_path_end_kind,"flop",
finish,fin_area,272,um2
sta,fin_skew,2.38,ps
finish,syn2layout_area_growth,72.2,%
synthesis,top_cells_by_count,"3 x dfxtp_1, 3 x inv_1, 2 x a21oi_1, 2 x ha_1, 2 x nand3_1",
setup_path,max_stage_delay,340,ps
setup_path,critPathSlowestCell,"dfxtp_2",
floorplan,chip_area,6400,um2
per-layer routing:
metal	up-vias	GRT usage	routed length, um
met4	0	0.00176	8
met3	2	0.0261	92
met5	-	0	0
li1	70	-	-
met2	7	0.0120	161
met1	70	0.0106	138
final cells by class:
cell class                      count  area [um2]
Sequential cell                     3        63.8
Timing Repair Buffer                3        26.3
Inverter                            3        11.3
Fill cell                         413        3140
Clock buffer                        4        26.3
Multi-Input combinational cell     11        86.3
Tap cell                           46        57.6
tightest hold or removal path, cell delays in order, from the launching register on:
cell and delay [ps]:
dfxtp_2 320, nand3_1 60, a21oi_1 50
power breakdown:
group | internal, mW | total [mW] | switching (mW)
logic | 0.0382 | 0.0679 | 0.0298
clock network | 0.136 | 0.202 | 0.0653
registers | 0.125 | 0.135 | 0.00998
placed cells by master, fill, tap and decap left out, drive strengths merged, types with 2 or more instances in the layout:
cell type | synthesis | layout
clkbuf | 0 | 4
inv | 3 | 3
dfxtp | 3 | 3
nand3 | 2 | 2
a21oi | 2 | 2
ha | 2 | 2
kinds of logic (layout without fill, tap and decap cells):
| logic type | after synthesis | count (layout) | share of synthesized area |
|---|---|---|---|
| AOI/OAI and AO/OA | 4 | 4 | 0.183 |
| DFF | 3 | 3 | 0.381 |
| buffers and inverters | 3 | 10 | 0.0714 |
| adders and majority gates | 2 | 2 | 0.159 |
| and+or+nand+nor | 5 | 5 | 0.206 |
through the flow:
stage          hold slack, ps  power (mW)  setup TNS, ps  setup slack, ps
4_1_cts                   496       0.406              0             19.1
6_report                  474       0.404              0             43.7
3_3_place_gp              472       0.194              0             57.6
3_5_place_dp              492       0.202              0             33.6
5_1_grt                   503       0.441          -6.31            -6.31
2_1_floorplan             289       0.178              0             75.4
timing repair:
item | CTS | global route
endpoints found under the setup margin | 1 | 3
setup buffers | 0 | 0
hold endpoints to repair | 0 | 0
gates resized | 2 | 2
final timing paths:
path / start / endpoint / slack, ps / cells past startpoint
worst max-delay path: rst_cpt[0]$_SDFFE_PP0P_ / rst_cpt[0]$_SDFFE_PP0P_ / 40 / 4
worst min-delay path: rst_cpt[1]$_SDFFE_PP0P_ / rst_cpt[1]$_SDFFE_PP0P_ / 470 / 2
worst max register to register: rst_cpt[0]$_SDFFE_PP0P_ / rst_cpt[0]$_SDFFE_PP0P_ / 40 / 4
worst min register to register: rst_cpt[1]$_SDFFE_PP0P_ / rst_cpt[1]$_SDFFE_PP0P_ / 470 / 2
No activity file was given, so power comes from the tool's default toggle rates.
